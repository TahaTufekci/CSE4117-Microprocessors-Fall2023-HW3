==> flow/design.v <==
module final_project
  (input logic        clk,
   output logic       hsync,
   output logic       vsync,
   output logic [2:0] rgb);
   logic pixel_tick, video_on;
   logic [9:0] h_count;
   logic [9:0] v_count;
   localparam HD       = 640,  
              HF       = 48,   
              HB       = 16,   
              HFB      = 96,   
              VD       = 480,  
              VT       = 10,   
              VB       = 33,   
              VFB      = 2,    
				  LINE_END = HF+HD+HB+HFB-1,
              PAGE_END = VT+VD+VB+VFB-1;
   always_ff @(posedge clk)
     pixel_tick <= ~pixel_tick;  
   always_ff @(posedge clk)
     if (pixel_tick) 
       begin
          if (h_count == LINE_END)
              begin
                  h_count <= 0;
                  if (v_count == PAGE_END)
                        v_count <= 0;
                  else
                     v_count <= v_count + 1;
               end
           else
               h_count <= h_count + 1;
        end
   always_comb
        begin
        rgb = 3'b0;
        if((h_count < HD) && (v_count < VD)) 
                rgb = 3'b100;     
        end
   assign hsync = (h_count >= (HD+HB) && h_count <= (HFB+HD+HB-1));
   assign vsync = (v_count >= (VD+VB) && v_count <= (VD+VB+VFB-1));
   initial
     begin
        h_count = 0;
        v_count = 0;
        pixel_tick = 0;
     end
endmodule
==> flow/run.sh <==
#!/bin/bash
# OpenROAD 26Q1-2900-gdf79404cd8, Yosys 0.63+post, stock flow scripts
make -C /OpenROAD-flow-scripts/flow DESIGN_CONFIG=/design/flow/config.mk WORK_HOME=/design/flow/orfs finish
==> flow/config.mk <==
export PLATFORM = sky130hd
export DESIGN_NAME = final_project
export DESIGN_NICKNAME = final_project
export VERILOG_FILES = /design/flow/design.v
export SDC_FILE = /design/flow/constraint.sdc
export NUM_CORES = 4
export LEC_CHECK = 1
export CORE_AREA = 10 10 110 110
export DIE_AREA = 0 0 120 120
==> flow/constraint.sdc <==
current_design final_project

set clk_period 2.7
set clk_io_pct 0.2

create_clock -name clk0 -period $clk_period [get_ports {clk}]

set non_clock_inputs [all_inputs -no_clocks]
set_input_delay [expr $clk_period * $clk_io_pct] -clock clk0 $non_clock_inputs
set_output_delay [expr $clk_period * $clk_io_pct] -clock clk0 [all_outputs]
==> results.cfg <==
; generated from flow reports
[outcome]
status = completed

[power]
p_leak_nw = 0.538
ir_drop_v = 0.000146
switching_share_pct = 18.2
seqPwrFrac_pct = 62.9
p_sw_uw = 102
pwr-share-comb_pct = 0
p_total_uw = 557
cellPowerDensity_nw_per_um2 = 394
p_int_uw = 455
clock_power_share_pct = 37.1

[critical_path]
crit_arrival_ns = 2.04
cp_slowest_stage_delay_ns = 0.59
cp-end-kind = output pin
path_buffers = 1
cpMaxStageDelayCell = or4b_4
critPathLaunchType = flip-flop
cp_top_family = simple AND/OR/NAND/NOR gates
crit_type = reg2out
crit_chain = or4b_4 > nor4_1 > clkdlybuf4s50_1
crit_fanout = 6
cp.required_ns = 2.16

[global_routing]
grt_pass1_vias = 703
grt_max_degree = 13
gr-total-overflow = 0
grt_pass1_wl_um = 3290
grt_antenna_before_repair = 0
grt_usage_pct = 2.68

[synth]
ys_seq_share_pct = 52.0
ys_types = 30
flop_cell = edfxtp_1
netlist_instances = 107
synth_flop_count = 21
async_flop_share_pct = 0
top_cell_area_share_pct = 50.4
edf_count = 20
synth.area.top_cells = edfxtp_1, ha_1, xor2_1
yosys-top-cells-count = edfxtp_1, nor2_1, inv_1
syn_area_um2 = 1190
ys_cells = 107
yosys_warnings = 1
ys_area_um2 = 1190
postSynthAreaPerCell_um2 = 11.1
most_common_cell = edfxtp_1
synth_top_cell_by_area = edfxtp_1

[route]
met3_length_um = 43
wl_per_cell_um = 8.05
vias = 728
met2_length_um = 834
antennaDiodeCount = 0
avgViaCountPerCell = 2.98
highest_layer = met4
first_iter_violations = 58
routed_wl_um = 1970
firstDrtPassIters = 4
wl_met1_um = 1050
final_antenna_net_count = 0
drc_errors = 0

[die]
rows = 36
design.core.area_um2 = 9770
boundaryPins = 6
fp.dieW_um = 120
fp-utilization_pct = 12.2
die_y_um = 120
die_area_um2 = 14400

[timing]
relSlewSlack_pct = 65.7
report.final.hold_viol_count = 0
setup_slack_ns = 0.121
rsz0062_at_grt = false
fin_setup_tns_ns = 0
skew_ns = 0.00164
period_minus_slack_ns = 2.58
period_used_pct = 95.5
slew_violations = 0
holdWs_ns = 0.606
worstMarginPinSlew_ns = 0.513
max_freq_mhz = 388
setup_viol = 0

[clocking]
ctsHtreeMaxLevel = 1
post_cts_buffers = 0
cts-buffers-inserted = 3
cts_root_buf = clkbuf_8
ctsResizeCount = 0
cts_sinks = 21
clock_latency_ns = 0.26
cts_tree = done
clk_path_buf_depth = 2
cts_hold_buf = 0
clkSlewWorstSetupHoldPaths_ns = 0.08

[placement]
globalplace.congestion = 0.771
hpwl_um = 1420
place_ws_ns = 0.382
io_buffers = 3
dp_cells = 240
dpl-instance-area_um2 = 1370

[min_path]
hold_class = reg2reg

[finish]
final_area_um2 = 1420
drive_gt1_share_pct = 6.31
area_delta_synth_final_pct = 18.7
layout.cells.non_filler = 244
utilization_pct = 14.5

[job]
maxCapViolCount = 0
warnings = 30
## worst paths after layout
check                      startpoint                        to  slack (ns)  cells past startpoint
max          v_count[5]$_SDFFCE_PN0P_                     vsync        0.12                      3
min                pixel_tick$_DFF_P_        pixel_tick$_DFF_P_        0.61                      1
max reg2reg  h_count[0]$_SDFFCE_PN0P_  v_count[1]$_SDFFCE_PN0P_        0.62                      5
min reg2reg        pixel_tick$_DFF_P_        pixel_tick$_DFF_P_        0.61                      1
## cell usage in the layout, fill, tap and decap left out
cell type / instances
nor2_1: 9
a21oi_1: 3
clkbuf_1: 1
clkbuf_8: 3
and2_1: 1
buf_4: 1
nor4_4: 1
xor2_1: 7
or4b_4: 1
o21ai_0: 3
a31oi_1: 2
a211oi_1: 1
nor3_1: 2
and3_1: 5
edfxtp_1: 20
nor2b_1: 2
nand4_1: 3
nand4b_1: 1
nand3_1: 7
or4_1: 2
nor4_1: 2
clkdlybuf4s50_1: 3
nand2_1: 4
xnor2_1: 5
conb_1: 2
dfxtp_1: 1
inv_1: 8
o31ai_1: 3
nor4b_2: 1
or3_1: 1
ha_1: 6
## registers in the layout, summed over array words and instances, names as in the netlist
register	count
pixel_tick	1
v_count	10
h_count	10
## power by group through the flow
stage | logic [mW] | registers, mW | clock network (mW)
final | 0.000139 | 0.350 | 0.206
after global routing | 0.000354 | 0.350 | 0.224
after CTS | 0.000251 | 0.350 | 0.210
## cell families after synthesis
logic type | after synthesis | synth area share (%)
buffers and inverters | 13 | 5.04
adders and majority gates | 6 | 6.30
xor gates and xnor gates | 12 | 8.81
DFF | 21 | 52.0
and+or+nand+nor | 42 | 21.4
AOI/OAI and AO/OA | 12 | 6.09
other | 1 | 0.314
## routing by layer
layer  GRT usage, %  up-vias
met5              0        -
met4          0.679        0
met3          0.666        2
met2           3.89        4
met1           3.93      332
li1               -      390
## cell type report
type	instances	area, µm²
Timing Repair Buffer	4	37.5
Multi-Input combinational cell	74	515
Sequential cell	21	621
Inverter	8	30.0
Fill cell	1080	8360
Clock buffer	4	45.0
Tap cell	133	166
Power is estimated from default activity; no workload was simulated.
