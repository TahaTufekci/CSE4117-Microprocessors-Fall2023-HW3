$ cat run.sh
#!/bin/bash
# OpenROAD 26Q1-2900-gdf79404cd8, Yosys 0.63+post, stock flow scripts
make -C /OpenROAD-flow-scripts/flow DESIGN_CONFIG=/design/flow/config.mk WORK_HOME=/design/flow/orfs finish
$ cat config.mk
export PLATFORM = sky130hd
export DESIGN_NAME = keyboard
export DESIGN_NICKNAME = keyboard
export VERILOG_FILES = /design/flow/design.v
export SDC_FILE = /design/flow/constraint.sdc
export NUM_CORES = 4
export LEC_CHECK = 1
export CORE_AREA = 10 10 86 86
export DIE_AREA = 0 0 96 96
$ cat constraint.sdc
current_design keyboard

set clk_period 3.1
set clk_io_pct 0.2

create_clock -name clk0 -period $clk_period [get_ports {clk}]

set non_clock_inputs [all_inputs -no_clocks]
set_input_delay [expr $clk_period * $clk_io_pct] -clock clk0 $non_clock_inputs
set_output_delay [expr $clk_period * $clk_io_pct] -clock clk0 [all_outputs]
$ cat design.v
module keyboard(
                        input logic clk,
                        input logic ps2d,
                        input logic ps2c,
                        input logic ack,
                        output logic [15:0] dout
                                );
localparam [1:0] 
                IDLE = 2'b00,
                READ = 2'b01,
                END =  2'b10;
logic [7:0] filter;
logic rx_done_tick;
logic [3:0] count;
logic [1:0] state;
logic [1:0] c;
logic fall_edge;
logic [10:0] char;
logic status;
always_ff @(posedge clk)
begin
    filter <= {ps2c,filter[7:1]};
    if (filter == 8'b11111111)
        c<= {1'b1,c[1]};            
    else if (filter == 8'b00000000)
        c<={1'b0,c[1]};
end
 assign fall_edge = c[0] & ~c[1];   
 always_ff @ (posedge clk)
 begin
   rx_done_tick <= 1'b0;
   case (state)
    IDLE:
        if(fall_edge & ~status)
            begin
                char <= {ps2d,char[10:1]};
                count <= 4'd9;
                state <= READ;
            end
    READ:
        if(fall_edge)
            begin
                char <= {ps2d,char[10:1]};
                if(count == 0)
                    state <= END;
                else
                    count <= count -1;
            end
    END:
        begin
          rx_done_tick <= 1'b1;
        state <= IDLE;
        end
 endcase
 end
always_ff @ (posedge clk)
    if(rx_done_tick)
        status<=1'b1;
   else if (status ==1 & ack == 1)
       status<=1'b0;
 always_comb
  if (ack ==1'b1)
     dout = 16'(char[8:1]); 
  else
      dout = 16'(status);
 initial
 begin
    status =0;
    state = IDLE;
 end
 endmodule
==> changes_impl.md <==
## Flow update

- Status: finished, final reports clean
- RSZ-0062 raised after global routing: false
- Antenna violations before repair: 0
- Gate Area: 308 um2
- Fin. Hold Viols: 0
- Count of input and output buffers: 11
- Setup CP Type: input port to primary output
- Final Worst Setup Slack: 607 ps
- CTS max path bufs: 2
- Critical path arrival: 1870 ps
- Area taken by flip-flops and latches: ~730 um2
- Most common reg cell: edfxtp_1
- Total grt overflow: 0
- Detail Route Antenna Nets: 0
- Hold Path Depth: 0
- Hold path start: filter[6]$_DFF_P_
- Registers, synthesis: 28
- Wire per inst: roughly 9.3 um
- Root Driver: clkbuf_8
- DIE AREA: 9220 um2
- Worst skew pair latency: 260 ps
- Worst-path cell chain: clkdlybuf4s50_1 -> nand2b_1 -> nand2_1 -> clkdlybuf4s50_1
- Post-CTS Setup Inserts: 0
- Post-Syn Area per Cell: 13.4 um2
- Layout cells sized above 1: 7.22%
- Max incr delay on CP: roughly 520 ps
- Largest cells by area: edfxtp_1 46%, dfxtp_1 20%, ha_1 5.7%
- Design Area, Final: 1320 um2
- Tcrit/Tclk final: around 80%
- Dominant cell area share: 46.5%
- VDD IR-drop max: between 0.3 and 0.4 mV
- CP max stage cell: clkdlybuf4s50_1
- Cells after synthesis: 82
- 1st-iter DRT viols: 12
- Area leader, netlist: edfxtp_1
- Synthesis-to-finish area growth: 19.9%
- R2r startpoint: state[1]$_DFFE_PP_
- Worst hold margin: between 300 and 400 ps
- Number of OpenROAD warnings: 28
- Yosys cell types: 22
- EDFF count, synth: 17
- Die height: 96 um
- Worst Setup End Kind: primary output
- # hold bufs at CTS: 0
- Worst Clk Skew: 5.49 ps
- # diodes: 0
- Yosys cell count: approximately 82
- Flop2flop setup slack: 1140 ps
- Fmax: 401 MHz
- Total CTS buffers: 3
- Routed wire length: 1570 um
- # setup viols final: 0
- Via Count: 588
- Seq/Total Area, Yosys: 66.5%
- Global-route wire length before repair: 2810 um
- Yosys stat area: approximately 1100 um2
- Final HPWL DP: 1190 um
- Worst Path Buf+Inv: 2
- Largest fanout on the critical path: 9
- Hold Path Class: flip-flop to flip-flop
- Delay-heaviest family, CP: buffers and inverters
- Async S/R FF share, synth: 0%
- Remaining DRCs: 0
- Dpl ws: 590 ps
- R2r worst-path depth: 4
- Init Core Util: 19.8%
- Tmin final: 2490 ps
- CP Launch Type: input port
- Filler cells: 606
- Max_slew headroom: 60.7%
- Row cnt: 27
- Leak: 0.489 nW
- GPL Wtd Cong: 0.749
- GR Util All Layers: 3.64%
- Max H-tree Level: 1
- Worst Hold End: filter[5]$_DFF_P_
- Vias per cell: 3.48
- Critical path's most frequent cell: clkdlybuf4s50_1
- Die width: 96 um
- Core area: 5540 um2
- Reg2reg end: count[2]$_SDFFCE_PN0P_
- Total of max-cap violations: 0
- Largest net degree at the start of global routing: 16
- Pwr Density: roughly 730 nW/um2
- Worst-margin pin slew: 589 ps
- Vias in the first global route: about 640
- CP required: 2480 ps
- Placement Cell Area: 1270 um2
- # resized after CTS: 0
- Clock slew at reported path FFs: 80 ps
- Setup TNS: 0 ps
- Pre-antenna DRT Iters: 4
- Tot Pwr: about 0.00097 W
- Post-Syn Area: 1100 um2
- Clk sinks: 28
- IO Count: 20
- Max-slew violations: 0
- Synth Warn #: 1
- TritonCTS clock tree: built
-- report_power, final --
| part | internal, W | total, W | switching [W] |
|---|---|---|---|
| Sequential | 0.000515 | 0.000557 | 0.0000424 |
| Combinational | 0.000109 | 0.000220 | 0.000111 |
| Clock | 0.0000917 | 0.000189 | 0.0000977 |
-- worst max path at each step --
stage | start | to | cells past startpoint
after CTS | ack | dout[0] | 4
after global routing | ack | dout[0] | 4
final | ack | dout[0] | 4
-- routing by layer --
metal	routed length [um]	share of wire [%]	global-route usage, %
met1	700	45	4.52
met2	755	48	6.05
met3	83	5.3	1.26
met4	27	1.7	0.737
met5	0	0	0
-- synth_stat cells (2+ instances only) --
cell type and instances:
dfxtp_1 11, buf_4 8, nand2b_1 2, nor4_1 2, nand4_1 2, edfxtp_1 17
nand2_1 7, nor2b_1 2, and2_1 7, inv_1 7, nor3_1 2, ha_1 5
-- cells by family (layout without fill, tap and decap cells) --
| logic type | Yosys count | after routing | synth area share (%) |
|---|---|---|---|
| flip-flops | 28 | 28 | 66.5 |
| AND/OR/NAND/NOR | 26 | 26 | 13.7 |
| buffers and inverters | 15 | 23 | 7.86 |
| adder cells (fa/ha/maj) | 5 | 5 | 5.69 |
| AND-OR/OR-AND | 4 | 4 | 3.42 |
| XOR/XNOR | 2 | 2 | 1.59 |
| other | 1 | 8 | 0.341 |
| multiplexers | 1 | 1 | 0.911 |
-- flip-flops by register name, summed over array words and instances, names as in the netlist --
register and count:
status 1, count 4, state 2, filter 8
char 10, rx_done_tick 1, c 2
-- per-stage QoR --
stage	cells	util [%]
2_1_floorplan	89	-
3_3_place_gp	165	23.0
3_5_place_dp	165	23.0
4_1_cts	169	23.8
5_1_grt	169	23.8
6_report	169	23.8
-- worst reg2reg max path: stages (launching register included) --
cell and delay (ps):
edfxtp_1 430, inv_1 100, ha_1 300, mux2i_1 160, a2111oi_2 610
-- cell type report --
cell class	count	share of cell area [%]
clock buffer	4	3.42
inverter	7	1.99
multi-input combinational	46	23.4
sequential	28	55.5
tap	72	6.84
timing repair buffer	12	8.93
-- placed cells by master, fill, tap and decap left out --
cell type and n:
edfxtp_1 17, dfxtp_1 11, clkdlybuf4s50_1 11, conb_1 8, inv_1 7, and2_1 7, nand2_1 7, ha_1 5
clkbuf_8 3, nand2b_1 2, nor3_1 2, nor2b_1 2, nand4_1 2, nor4_1 2, mux2i_1 1, nor3b_2 1
a2111oi_2 1, a221oi_1 1, o21ai_0 1, xor2_1 1, and2_2 1, o2bb2ai_1 1, xnor2_1 1, clkbuf_1 1
buf_4 1
Power is estimated from default activity; no workload was simulated.
